**./config.mk**
```make
export PLATFORM = sky130hd
export DESIGN_NAME = iExecute
export DESIGN_NICKNAME = iExecute
export VERILOG_FILES = /design/flow/design.v
export SDC_FILE = /design/flow/constraint.sdc
export NUM_CORES = 4
export LEC_CHECK = 1
export CORE_UTILIZATION = 30
```
**./constraint.sdc**
```tcl
current_design iExecute

set clk_period 18.9
set clk_io_pct 0.2

create_clock -name clk0 -period $clk_period [get_ports {clk}]

set non_clock_inputs [all_inputs -no_clocks]
set_input_delay [expr $clk_period * $clk_io_pct] -clock clk0 $non_clock_inputs
set_output_delay [expr $clk_period * $clk_io_pct] -clock clk0 [all_outputs]
```
**./design.v**
```verilog
`timescale 1ns / 1ps
module adder(
    input [64-1:0] a_in,
    input [64-1:0] b_in,
    output [64-1:0] add_out
    );
    assign add_out = a_in + b_in;
endmodule
`timescale 1ns / 1ps
module mux#(
    parameter SIZE=64)(
    input [SIZE-1:0] a_in,
    input [SIZE-1:0] b_in,
    input control,
    output [SIZE-1:0] mux_out
    );
    assign mux_out = (control) ? b_in : a_in; 
endmodule
`timescale 1ns / 1ps
module ALU(
           input [64-1:0] a_in,
           input [64-1:0] b_in,
           input [3:0] alu_control,
           output reg [64-1:0] alu_result,
           output reg zero_flag);
       always @(*)
        begin
            zero_flag <= (alu_result == 0);
            casex(alu_control)
                4'b0000: begin
                    alu_result <= a_in & b_in;
                          end
                4'b0001: begin
                    alu_result <= a_in | b_in;
                          end
                4'b0010: begin
                    alu_result <= a_in + b_in;
                          end
                4'b0110: begin
                    alu_result <= a_in - b_in;
                          end
                4'b0111: begin
                    alu_result <= b_in;
                          end
              endcase
        end
endmodule
`timescale 1ns / 1ps
module alu_control(
    input [1:0] ALUOp,
    input [10:0] opcode,
    output reg [3:0] ALU_control);
    reg [12:0] full_control;
    always @*
    begin
        full_control <= {ALUOp,opcode};
        casex (full_control)
            {2'b00,11'bXXXXXXXXXXX}: begin
                ALU_control <= 4'b0010;
            end
            {2'bX1,11'bXXXXXXXXXXX}: begin
               ALU_control <= 4'b0111;
            end
            {2'b1X,11'b10001011000}: begin
               ALU_control <= 4'b0010;
            end
            {2'b1X,11'b11001011000}: begin
               ALU_control <= 4'b0110;
            end
            {2'b1X,11'b10001010000}: begin
               ALU_control <= 4'b0000;
            end
            {2'b1X,11'b10101010000}: begin
               ALU_control <= 4'b0001;
            end
        endcase
    end
endmodule
`timescale 1ns / 1ps
module iExecute(
    input  [64-1:0] 
           pc_in, read_data1, 
           read_data2_in, sign_extend,
    input  [10:0] opcode,
    input  [4:0] write_register_in,
    input  [1:0]alu_op,
    input  alu_src, clk, reg_write_in, uncond_branch_in, branch_in, mem_read_in, mem_to_reg_in, mem_write_in,
    output [64-1:0]
           alu_result, branch_target,
    output reg [64-1:0] 
           read_data2_out, pc_out,
    output reg [4:0] write_register_out,
    output reg reg_write_out, uncond_branch_out, branch_out, mem_read_out, mem_to_reg_out, mem_write_out,
    output zero
    );
    wire [64-1:0] mux_out;
    wire [3:0] alu_ctrl_out;
    wire [64-1:0] shift_result;
    reg [64-1:0] sign_extend_buffered, read_data1_buffered;
    reg [10:0] opcode_buffered;
    reg [1:0] alu_op_buffered;
    reg alu_src_buffered;
    always @(posedge clk)
        begin
        read_data2_out <= read_data2_in;
        sign_extend_buffered <= sign_extend;
        alu_src_buffered <= alu_src;
        read_data1_buffered <= read_data1;
        opcode_buffered <= opcode;
        alu_op_buffered <= alu_op;
        pc_out <= pc_in;
        write_register_out <= write_register_in;
        reg_write_out <= reg_write_in;
        uncond_branch_out <= uncond_branch_in;
        branch_out <= branch_in;
        mem_read_out <= mem_read_in;
        mem_to_reg_out <= mem_to_reg_in;
        mem_write_out <= mem_write_in;
        end
    mux MUX (
        .a_in(read_data2_out),
        .b_in(sign_extend_buffered), 
        .control(alu_src_buffered), 
        .mux_out(mux_out));
    ALU alu(
        .a_in(read_data1_buffered),
        .b_in(mux_out),
        .alu_control(alu_ctrl_out),
        .alu_result(alu_result),
        .zero_flag(zero)
        );
    alu_control alu_ctrl(
        .ALUOp(alu_op_buffered),
        .opcode(opcode_buffered),
        .ALU_control(alu_ctrl_out));
    assign shift_result = sign_extend_buffered*4;
    adder pc_adder(
        .a_in(pc_out),
        .b_in(shift_result),
        .add_out(branch_target)
        );
endmodule
```
**./run.sh**
```bash
#!/bin/bash
# OpenROAD 26Q1-2900-gdf79404cd8, Yosys 0.63+post, stock flow scripts
make -C /OpenROAD-flow-scripts/flow DESIGN_CONFIG=/design/flow/config.mk WORK_HOME=/design/flow/orfs finish
```
==> run notes <==
impl run done, here's what came out: antenna-violating nets left=0, Root Buffer=clkbuf_16, Final Max Tran Viols=0, global route total overflow=0, Placed Cells=3550, final instance area=0.0264 mm^2, placed inst area=0.0252 mm^2, Yosys reg bits=~350, period utilisation layout=0.457, die area=between 0.06 and 0.07 mm^2, WS Path Type=reg2out, synthesized area=0.0189 mm^2, WL final=between 80 and 90 mm, Filler Cell Count=6060, Routed WL per cell=24.5 um, Leakage=10.7 nW, Post-Synthesis Cells=2247, startpoint types=flip-flop, Layout area overhead=39.2%, Tmin final=8.65 ns, Gate Area=roughly 0.012 mm^2, yosys aoi share=0.234, vias in the first global route=18516, Post-CTS Hold Buffers=0, site row count=just over 90, Slew HR=0.406, Ports=550, vias per cell=5.30, sequential cell area=about 0.0066 mm^2, Slew @ Worst Pin=a little under 0.9 ns, worst vdd ir=0.0812 mV, ys async rst share=0, Simple Share, Synth=0.176, crit end category=primary output, fmax=between 100 and 150 MHz, CTS tree=yes, min-delay worst type=in2reg, register pins left without a clock=67, status=completed, final-report setup violation count=0, Adders+Majority by Area=0.0860, RSZ-0062 raised after global routing=no, EDFF count, synth=0, Die Y-Extent=between 200 and 300 um, Via Count=19179, first-pass GRT wire length=126 mm, mean area per synthesized cell=8.43 um^2, I/O Buffers=549, clock tree buffer depth=3, Yosys cell types=85, dominant logic cell type in the layout=clkdlybuf4s50_1, Critical Path AT=4.87 ns, Top non-seq family=AND-OR/OR-AND gates, cts bufs inserted=35, initial antenna violation count=6, Setup TNS Final=0 ns, OpenROAD warning count=27, floorplan utilization=0.305, CTS resizes=0, H-tree depth=2, Fin. Hold Viols=0, gr usage total=0.277, Synth mux share=0.0418, maximum capacitance violations=0, GPL Wtd Cong=1.00, Top Layer Used=met5, # Post-CTS Setup Buffers=0, area of the core=roughly 0.062 mm^2, yosys cell count=2247, post-synth area from yosys stat=0.0189 mm^2, Worst Path Required=15.12 ns, Max FO, Critical Path=3, largest net degree at the start of global routing=61, wire length on met1=35.4 mm, Dominant Register Cell=dfxtp_1, metal3 WL=around 5.3 mm, xor/xnor share of the synthesized area=0.0804, Synth Warn #=3, Pwr Density=74.3 mW/mm^2, overall power=1.96 mW, Post-DP HPWL=72.6 mm, 1st-pass router iterations=5, drt initial violations=1127, Final Non-Filler Cells=3618, Top Layout Cells=549 x clkdlybuf4s50_1, 280 x dfxtp_1, 263 x nand2_1, DR WL met2=43.7 mm, share of cells above drive strength 1=0.0580, clk slew on worst S/H paths=0.06 ns, chip width=between 200 and 300 um, DRC violations left=0, endpoints left unconstrained=132
[logic make-up (layout without fill, tap and decap cells)]
kind of cell / after synthesis / in the layout
XOR/XNOR: 173 / 173
latches: 67 / 67
AND/OR/NAND/NOR: 683 / 683
AND-OR/OR-AND: 702 / 702
other: 0 / 4
multiplexers: 73 / 73
flip-flops: 281 / 281
adder cells (fa/ha/maj): 129 / 129
buffers and inverters: 139 / 669
[flip-flops by register name, summed over array words and instances, names as in the netlist, 2 cells and up]
signal and cells:
alu.alu_result 64, pc_out 64, read_data1_buffered 64, read_data2_out 64, sign_extend_buffered 64, opcode_buffered 11, write_register_out 5, alu_ctrl.ALU_control 3
alu_op_buffered 2
[metal layers]
metal | vias up | track usage
li1 | 9213 | -
met1 | 8992 | 0.342
met2 | 822 | 0.481
met3 | 146 | 0.0462
met4 | 6 | 0.112
met5 | - | 0
[metrics by stage]
stage               hold slack, ns  setup slack, ns  utilization
floorplan                     3.81            12.22            -
global placement              4.23            11.06        0.406
detailed placement            4.23            11.01        0.406
CTS                           3.64            10.35        0.425
global route                  3.65            10.05        0.425
finish                        3.66            10.25        0.425
[critical path: stages (launching register included)]
cell             delay (ns)
dfxtp_1                0.37
ha_1                   0.21
inv_1                  0.06
fa_1                   0.41
nor2b_1                0.17
o31a_1                 0.18
o31a_1                 0.16
o211ai_1               0.15
a211oi_1               0.58
o2111ai_1              0.33
a211oi_1               0.54
nor2_1                 0.19
o21ai_0                0.27
xor2_1                 0.19
clkdlybuf4s50_1        0.50
[final cells by class]
class	instances	area share
sequential	348	0.252
tap	837	0.0397
antenna	4	0.000380
timing repair buffer	565	0.213
multi-input combinational	1760	0.446
clock inverter	15	0.00574
clock buffer	49	0.0379
inverter	40	0.00570
[power by group]
part | leakage, nW | switching [mW] | internal, mW
Combinational | 7.28 | 0.294 | 0.301
Sequential | 2.91 | 0.0457 | 0.638
Clock | 0.560 | 0.282 | 0.399
[cells in the mapped netlist, drive strengths merged (67+ instances only)]
cell / count / area, um^2
xnor2: 88 / 778
ha: 127 / 1590
dfxtp: 281 / 5630
o21ai: 211 / 1060
a21o: 73 / 548
nand2: 264 / 993
clkbuf: 80 / 300
dlxtn: 67 / 1010
a21oi: 174 / 875
xor2: 85 / 744
nor2: 141 / 529
[worst paths after layout]
check / start / to / slack [ns] / cells past startpoint
max: sign_extend_buffered[0] / branch_target[56] / 10.25 / 14
min: opcode[5] / opcode_buffered[5] / 3.66 / 1
Power and IR drop assume default switching activity.
