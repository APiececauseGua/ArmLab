File: ./design.v
`timescale 1ns / 1ps
module mux#(
    parameter SIZE=64)(
    input [SIZE-1:0] a_in,
    input [SIZE-1:0] b_in,
    input control,
    output [SIZE-1:0] mux_out
    );
    assign mux_out = (control) ? b_in : a_in; 
endmodule
`timescale 1ns / 1ps
module iWrite_back(
    input  [64-1:0] 
           read_data, alu_result, pc_in,
    input  [4:0] write_register_in,
    input  iw_clk, MemtoReg, reg_write_in,
    output reg [64-1:0] pc_out,
    output [64-1:0] write_data,
    output reg [4:0] write_register_out,
    output reg reg_write_out);
    reg [64-1:0] read_data_buffered, alu_result_buffered;
    reg MemtoReg_buffered;
    always @(posedge iw_clk)
    begin
       pc_out <= pc_in;
       write_register_out <= write_register_in;
       reg_write_out <= reg_write_in;
       read_data_buffered <= read_data;
       alu_result_buffered <= alu_result;
       MemtoReg_buffered <= MemtoReg;
    end
    mux WB (.a_in(alu_result_buffered),
            .b_in(read_data_buffered), 
            .control(MemtoReg_buffered), 
            .mux_out(write_data));   
endmodule
File: ./run.sh
#!/bin/bash
# OpenROAD 26Q1-2900-gdf79404cd8, Yosys 0.63+post, stock flow scripts
make -C /OpenROAD-flow-scripts/flow DESIGN_CONFIG=/design/flow/config.mk WORK_HOME=/design/flow/orfs finish
File: ./config.mk
export PLATFORM = sky130hd
export DESIGN_NAME = iWrite_back
export DESIGN_NICKNAME = iWrite_back
export VERILOG_FILES = /design/flow/design.v
export SDC_FILE = /design/flow/constraint.sdc
export NUM_CORES = 4
export LEC_CHECK = 1
export CORE_AREA = 10 10 198 198
export DIE_AREA = 0 0 208 208
File: ./constraint.sdc
current_design iWrite_back

set clk_period 5.3
set clk_io_pct 0.2

create_clock -name clk0 -period $clk_period [get_ports {iw_clk}]

set non_clock_inputs [all_inputs -no_clocks]
set_input_delay [expr $clk_period * $clk_io_pct] -clock clk0 $non_clock_inputs
set_output_delay [expr $clk_period * $clk_io_pct] -clock clk0 [all_outputs]
==> impl_metrics.toml <==
# synthesis and place-and-route metrics
[outcome]
status = "finished, final reports clean"

[sta]
setup_viol = 0
layout_min_cycle_time_ps = 3686
timing_worst_slew_pin_value_ps = 731.6
slew_violations = 0
rsz_0062_raised_after_global_routing = "no"
hold_viol_final = 0
period_used_pct = 69.56
finalSetupTns_ps = 0
relSlewSlack_pct = 51.23
timing.hold.ws_ps = 1052
max_clock_freq_ghz = 0.2713

[power]
leakagePower_nw = 3.789
power_density_mw_per_mm2 = 342.9
ir_worst_vdd_mv = 0.3169

[clocking]
buffer_depth_of_the_longest_clock_path = 2
cts_tree = "yes"
cts.hold.buffers_added = 0
cts_num_sinks = 199
post_cts_buffers = 0
cts_made_buffers = 17
htree_levels = 4
cts_root_buf = "sky130_fd_sc_hd__clkbuf_16"
cts_repair_resize_count = 0
path_clk_slew_ps = 80

[die]
placement_rows = 68
die_width_um = 208
floorplan.io_pins = 334
floorplan.die.height_um = 208
design.core.area_mm2 = 0.03471
fp-utilization_pct = 14.58
chipArea_mm2 = 0.04326

[routing]
vias = 3236
post_drt_wl_per_cell_um = 15.95
drt-vias-per-instance = 2.982
drt-initial-drc-count = 39
drt_pre_antenna_iters = 4
detail_route.drc_violations = 0
ant_nets = 0
wl_um = 17310
detail_route.antenna_diodes = 0

[min_path]
min-delay-path-class = "input port to flop"
hold_path_end = "pc_out[28]"
holdCritStartpoint = "pc_in[28]"
hold_depth = 1

[flow_run]
max_cap_viols = 0
tool_warnings = 25

[global_route]
grt_pass1_wl_um = 25130
grt_pass1_vias = 3670
pin_count_of_the_biggest_net_entering_global_routing = 36
groute.usage.overall_pct = 7.868
globalRouteOverflowTotal = 0
grt_antenna_before_repair = 2

[cells_and_area]
final_layout_size_suffix_gt1_share_pct = 15.71
area.sequential_mm2 = 0.003988
mi_logic_area_um2 = 945.9
fillers = 3552
area.growth.synth_to_final_pct = 86.58

[worst_setup_path]
critical_path.max_fanout = 35
critical_path_s_slowest_cell = "sky130_fd_sc_hd__dfxtp_4"
number_of_buffer_and_inverter_instances_along_the_worst_setup_path = 2
path_delay_family = "buffers and inverters"
cp_cell_sequence = "buf_4 > mux2_2 > clkdlybuf4s50_1"
crit_required_ps = 4240
cpPeakStageDelay_ps = 830
crit_type = "flop to primary output"
timing.critical_path.to_type = "primary output"
crit_path_start_kind = "flop"
arrival_ps = 2630
cp.depth = 3

[place]
placement.io_buffers = 333
routabilityCongestion = 0.7793
detailed_place_hpwl_um = 14140

[yosys]
yosys.cell_types.count = 5
synthesis.area_mm2 = 0.005061
synth_stat.cells = 270
number_of_synthesized_register_bits = 199
yosys.stat.chipArea_mm2 = 0.005061
mean_cell_area_of_the_mapped_netlist_um2 = 18.74
synth.yosys.seq_area_share_pct = 78.71
yosysWarnings = 1
netlist_instances = 270
power breakdown:
part	internal (mW)	switching [mW]
clock	0.645	0.646
sequential	1.57	0.0305
combinational	0.287	0.0550
total	2.51	0.732
per-stage QoR:
stage | total power [mW] | setup slack (ps) | util [%] | cells | cell area [um^2]
global route | 3.399 | 1433 | 27.20 | 1085 | 9443
detailed placement | 1.991 | 2006 | 25.50 | 1053 | 8851
global placement | 1.989 | 2018 | 25.50 | 1053 | 8851
finish | 3.238 | 1614 | 27.20 | 1085 | 9443
CTS | 3.318 | 1504 | 27.20 | 1085 | 9443
floorplan | 1.695 | 3324 | - | 270 | 5061
synth_stat cells:
cell type	count	area [um^2]
sky130_fd_sc_hd__mux2_2	4	45.04
sky130_fd_sc_hd__buf_6	1	11.26
sky130_fd_sc_hd__mux2_4	60	900.9
sky130_fd_sc_hd__dfxtp_1	199	3984
sky130_fd_sc_hd__buf_12	6	120.1
cell usage in the layout, fill, tap and decap left out, types with 2 or more instances in the layout:
cell type	instances
sky130_fd_sc_hd__dfxtp_1	198
sky130_fd_sc_hd__clkbuf_16	17
sky130_fd_sc_hd__mux2_2	4
sky130_fd_sc_hd__clkdlybuf4s50_1	333
sky130_fd_sc_hd__clkinv_4	2
sky130_fd_sc_hd__clkinv_8	3
sky130_fd_sc_hd__mux2_4	60
sky130_fd_sc_hd__buf_4	2
sky130_fd_sc_hd__inv_8	3
sky130_fd_sc_hd__inv_6	2
per-layer routing:
layer	track usage, %	share of wire, %
met1	8.962	39
met2	12.55	47
met3	5.011	13
met4	1.021	1.4
met5	0	0.12
state kept, by name, summed over array words and instances (netlist names):
| signal | cells |
|---|---|
| read_data_buffered | 64 |
| pc_out | 64 |
| alu_result_buffered | 64 |
| reg_write_out | 1 |
| write_register_out | 5 |
| MemtoReg_buffered | 1 |
worst max-delay path by stage:
stage	startpoint	to	slack (ps)
finish	MemtoReg_buffered	write_data[60]	1610
CTS	MemtoReg_buffered	write_data[60]	1500
global route	MemtoReg_buffered	write_data[60]	1430
cell families after synthesis:
kind of cell,synth area share (%)
muxes,18.69
DFF,78.71
buffers and inverters,2.596
layout make-up:
type | instances | area share, %
Sequential cell | 199 | 42.23
Multi-Input combinational cell | 64 | 10.02
Clock buffer | 18 | 4.651
Tap cell | 455 | 6.029
Timing Repair Buffer | 335 | 35.46
Clock inverter | 14 | 1.617
No activity file was given, so power comes from the tool's default toggle rates.
