==> design.v <==
`timescale 1ns / 1ps
module sign_extender(
        input [32-1:0] Instruction,
        output reg [64-1:0] Sign_Extended);
        reg [10:0] opcode;
        reg num;
      always @(*)begin
      opcode = Instruction[31:21];
        casex (opcode)
        11'b11111000010: begin
            num = Instruction[20];
            Sign_Extended = {{55{num}}, Instruction[20:12]};
        end
        11'b11111000000: begin
            num = Instruction[20];
            Sign_Extended = {{55{num}}, Instruction[20:12]};
        end
        11'b000101XXXXX: begin
            num = Instruction[25];
            Sign_Extended = {{38{num}}, Instruction[25:0]};
        end
        11'b10110100XXX: begin
            num = Instruction[23];
            Sign_Extended = {{45{num}}, Instruction[23:5]};
        end
        default: begin
         Sign_Extended = 0;
        end
      endcase
      end 
endmodule 
==> run.sh <==
#!/bin/bash
# OpenROAD 26Q1-2900-gdf79404cd8, Yosys 0.63+post, stock flow scripts
make -C /OpenROAD-flow-scripts/flow DESIGN_CONFIG=/design/flow/config.mk WORK_HOME=/design/flow/orfs finish
==> config.mk <==
export PLATFORM = sky130hd
export DESIGN_NAME = sign_extender
export DESIGN_NICKNAME = sign_extender
export VERILOG_FILES = /design/flow/design.v
export SDC_FILE = /design/flow/constraint.sdc
export NUM_CORES = 4
export LEC_CHECK = 1
export CORE_AREA = 10 10 70 70
export DIE_AREA = 0 0 80 80
==> constraint.sdc <==
current_design sign_extender

set clk_period 6.6
set clk_io_pct 0.2

create_clock -name clk0 -period $clk_period

set non_clock_inputs [all_inputs -no_clocks]
set_input_delay [expr $clk_period * $clk_io_pct] -clock clk0 $non_clock_inputs
set_output_delay [expr $clk_period * $clk_io_pct] -clock clk0 [all_outputs]
==> results.toml <==
# physical design summary
[critical_path]
crit_family = "buffers and inverters"
worst_setup_path_start_kind = "primary input"
arrival_ns = 4.18
path_cells = "clkdlybuf4s50_1 -> or3b_4 -> or2_2 -> a21boi_2 -> a21o_1 -> clkdlybuf4s50_1"
max_stage_delay_ns = 0.74
path_max_fanout = 39
crit_required_ns = 5.28
crit_buf_inv = 2
cp_common_cell = "clkdlybuf4s50_1"
cpMaxStageDelayCell = "a21o_1"
worstSetupPathType = "in -> out"
crit_path_end_kind = "output port"

[power]
p_switching_uw = 10.3
power.share.clock_pct = 0
seqPwrFrac_pct = 0
switching_share_pct = 29.8
p_leak_nw = 0.637
combPwrFrac_pct = 100.0
ir_drop_mv = 0.00874
powerDensity_nw_per_um2 = 24.0
p_int_uw = 24.2

[layout]
clock_buffers = 0
fin_cells = 202
drive_above_1_share_pct = 5.13
flops = 0
syn2layout_area_growth_pct = 99.5
ff_latch_area_sq_um = 0
postLayoutCoreUtil_pct = 42.2

[route]
dr.pass1.iters = 4
wirelength_mm = 3.29
drcViolationCount = 0
via_per_inst = 4.57
diodes = 0
ant_nets = 0
wl_per_cell_microns = 16.3
drtIter0Drc = 80
vias = 923

[clock_tree]
hold_buffers = 0
cts_setup_buffers = 0
post_cts_resize_count = 0

[synthesis]
yosysWarnings = 1
ys_types = 21
ys_area_sq_um = 722
mux_area_share_pct = 0
synthAoiAreaFrac_pct = 32.1
simple_gate_area_share_pct = 19.6
ys_seq_share_pct = 0
yosysTopAreaCell = "buf_4"
synth_adder_area_share_pct = 0
syn_avg_cell_area_sq_um = 7.29
xor_share_pct = 0
synthTopCellsByArea = "buf_4 (41%), a222oi_1 (11%), a22oi_1 (9.4%)"
top_area_share_pct = 40.6
syn_area_sq_um = 722
syn-instance-count = 99
synth.most_common_cell = "buf_4"
ys_top_cells_by_count = "buf_4 (39), nand2_1 (10), a22oi_1 (9), inv_1 (9), a222oi_1 (8)"
synthTopLogicFamily = "buffers and inverters"
yosys_cells = 99

[timing]
whs_ns = 3.68
finalSetupTns_ns = 0
period_minus_slack_ns = 5.50
drv_slew = 0
clock.fmax_ghz = 0.182
worst_slack_ns = 1.10
finalHoldViolations = 0
rsz0062_at_grt = "no"
slew_headroom_pct = 38.5
setup_violations = 0
period_used_pct = 83.3
worst_pin_slew_ns = 0.923

[floorplan]
die-height_microns = 80
fp_util_pct = 21.1
die_width_microns = 80
fp.dieArea_sq_um = 6400
core_area_sq_um = 3420
rows = 21
top_level_ports = 96

[global_route]
overflow = 0
grt_pass1_vias = 971
grt_use_total_pct = 9.19
antenna_found_initial = 0
grt_first_pass_wirelength_mm = 4.86
grt_max_degree = 40

[run]
warnings = 32
maxCapViolations = 0

[worst_hold_path]
min-delay-path-class = "in -> out"

[place]
port_buffers = 96
dp_hpwl_mm = 2.67
dp_cells = 202
gp_congestion = 0.789
place_ws_ns = 1.07

[status]
status = "finished, final reports clean"
layer usage:
metal	up-vias	GRT usage [%]	wire, microns	part of all wire, %
met4	0	0.528	11	0.33
li1	438	-	-	-
met1	401	12.6	1420	43
met2	82	13.1	1240	38
met5	-	0	0	0
met3	2	4.66	621	19
metrics by stage:
stage	area [sq um]	power, mW
floorplan	722	0.00692
global placement	1440	0.0346
detailed placement	1440	0.0344
CTS	1440	0.0347
global route	1440	0.0369
finish	1440	0.0345
worst paths after layout:
check                 slack (ns)           endpoint  cells after the start       startpoint
worst min-delay path        3.68  Sign_Extended[22]                      3  Instruction[22]
worst max-delay path        1.10  Sign_Extended[51]                      6  Instruction[26]
cells by family after synthesis:
kind of cell	count (synthesis)
buf+inv	50
compound gates	28
simple gates	21
layout by cell type (no fill, tap or decap), types with 2 or more instances in the layout:
cell / netlist / routed
nand2_1: 10 / 10
a21o_1: 7 / 7
buf_4: 39 / 2
clkdlybuf4s50_1: 0 / 96
nor2_1: 2 / 2
a222oi_1: 8 / 8
a22oi_1: 9 / 9
inv_1: 9 / 9
power by group through the flow:
stage                 Clock (mW)  Combinational (mW)  Sequential (mW)
final                          0              0.0345                0
after CTS                      0              0.0347                0
after global routing           0              0.0369                0
cell type report:
class | instances | area [sq um]
Timing Repair Buffer | 98 | 976
Multi-Input combinational cell | 49 | 373
Fill cell | 334 | 1980
Tap cell | 46 | 57.6
Inverter | 9 | 33.8
Power is estimated from default activity; no workload was simulated.
